[flow/config.mk]
export PLATFORM = sky130hd
export DESIGN_NAME = Load_gen
export DESIGN_NICKNAME = Load_gen
export VERILOG_FILES = /design/flow/design.v
export SDC_FILE = /design/flow/constraint.sdc
export NUM_CORES = 4
export LEC_CHECK = 1
export CORE_AREA = 10 10 70 70
export DIE_AREA = 0 0 80 80
[flow/constraint.sdc]
current_design Load_gen

set clk_period 1.0
set clk_io_pct 0.2

create_clock -name clk0 -period $clk_period [get_ports {clk}]
create_clock -name clk1 -period $clk_period [get_ports {clk_1ms}]

set non_clock_inputs [all_inputs -no_clocks]
set_input_delay [expr $clk_period * $clk_io_pct] -clock clk0 $non_clock_inputs
set_output_delay [expr $clk_period * $clk_io_pct] -clock clk0 [all_outputs]
[flow/run.sh]
#!/bin/bash
# OpenROAD 26Q1-2900-gdf79404cd8, Yosys 0.63+post, stock flow scripts
make -C /OpenROAD-flow-scripts/flow DESIGN_CONFIG=/design/flow/config.mk WORK_HOME=/design/flow/orfs finish
[flow/design.v]
`timescale 1ns / 1ps
module Load_gen(
	input wire clk,
	input wire clk_1ms,
	input wire btn_in,
	output reg Load_out
    );
	 initial Load_out=0;
	 wire btn_out;
	 reg old_btn;
	 pbdebounce p0(clk_1ms,btn_in,btn_out);
	 always@(posedge clk)begin
		if((old_btn == 1'b0) && (btn_out == 1'b1))
			Load_out <= 1'b1;
		else
			Load_out <= 1'b0;
	 end
	 always@(posedge clk)begin
		old_btn <= btn_out;
	 end
endmodule
`timescale 1ns / 1ps
module pbdebounce(
	input wire clk_1ms,
	input wire button,
	output reg pbreg
	);
	reg[7:0]pbshift;
	always@(posedge clk_1ms)begin
		pbshift = pbshift<<1;
		pbshift[0]=button;
		if(pbshift == 8'b0)
			pbreg=0;
		if(pbshift == 8'hFF)
			pbreg=1;
	end
endmodule
==> impl_metrics.toml <==
# yosys + openroad results
[final_timing]
worstMarginPinSlew_ns = 0.1062
max_slew_margin_pct = 92.87
fin_skew_ns = 0.003627
setup_ws_ns = -0.1670
slew_viol_final = 0
rsz0062_at_grt = "true"
finalSetupTns_ns = -0.1670
setup_viol_count_final = 1
hold_viol = 0

[routing]
drcViolationCount = 0
dr.pass1.iters = 2
drt-total-wl_um = 489
dr.first_iter.drc_count = 4
antenna_cells = 0
dr_total_vias = 181
postRouteAntennaNets = 0
via_per_inst = 2.446
avgRoutedWirePerCell_um = 6.608

[pwr]
p_leak_nw = 0.1470
ir_drop_mv = 0.3870
fin_total_pwr_mw = 0.8961
powerDensity_mw_per_mm2 = 2259

[critical_path]
max_stage_delay_ns = 0.53
cpMaxStageDelayCell = "or4_4"
worst-path-stages = 3
crit_buf_inv = 0
crit_required_ns = 1.14
cp_max_fo = 2
cp.arrival_ns = 1.31
critPathKind = "flip-flop to flip-flop"
r2r_setup_slack_ns = -0.17
reg2reg_depth = 3
cp-end-kind = "flip-flop"
start_kind = "flip-flop"
crit_chain = "or4_4 -> o21ai_2 -> o21ai_1"
critical-path-top-delay-family = "simple AND/OR/NAND/NOR gates"

[clock_tree]
cts.sinks = 10
cts_tree = "done"
cts.clk_slew.worst_paths_ns = 0.05
cts_hold_buf = 0

[run_status]
outcome = "complete, but fails checks"
violations = "negative setup slack"

[synthesis]
yosys.area.top_type = "dfxtp_1"
synth_flop_count = 10
async_reset_ff_share_pct = 0
top_cells_by_area = "dfxtp_1 82%, or4_1 6.2%, nand4_1 5.1%"
synth_cells = 17
synthTopCellsByCount = "10 x dfxtp_1, 2 x nand4_1, 2 x o21ai_1, 2 x or4_1, 1 x nor2b_1"
synth.avg_cell_area_um2 = 14.35
synth_cell_types = 5
yosys_warnings = 2
synth_top_flop_cell = "dfxtp_1"
edf_count = 0
seq_area_frac_synth_pct = 82.05
syn_area_um2 = 244.0
top_cell = "dfxtp_1"
top_cell_area_share_pct = 82.05
ys_area_um2 = 244.0
ys_cells = 17

[placed_design]
io_buffers = 2
place_ws_ns = -0.5191
dpl_cell_area_um2 = 336.6
hpwlAfterDp_um = 325.3
placed_cells = 67
gp_congestion = 0.7387

[floorplanning]
die_w_um = 80
io_pins = 4
fp_util_pct = 7.143
coreArea_mm2 = 0.003416
rows = 21
die_h_um = 80
die_area_mm2 = 0.006400

[cells_and_area]
stdcell_count = 74
syn_to_final_growth_pct = 62.56
nFillCells = 396
logic_area_um2 = 51.30
fin_area_um2 = 396.6
seq_area_um2 = 201.4
drive_above_1_share_pct = 42.86

[global_route]
antenna_found_initial = 0
grt_pass1_vias = 201
grt_overflow = 0
grt_usage_pct = 1.650
grt_pass1_wl_um = 786
grt_max_degree = 5

[hold_path]
holdCritPathClass = "flip-flop to flip-flop"
holdPathStages = 0

[job]
max_cap_viol_count = 0
warning_count = 29
## what timing repair did
item                                    CTS  global route
endpoints found under the setup margin    2             1
setup buffers                             0             1
resized                                   1             3
pin swaps                                 1             1
## through the flow
stage / hold slack [ns] / util [%]
after floorplan: 0.2277 / -
after global placement: 0.3495 / 9.853
after detailed placement: 0.3551 / 9.853
after CTS: 0.3632 / 11.14
after global routing: 0.3727 / 11.61
final: 0.3704 / 11.61
## final timing paths
check	startpoint	to
max in group clk0	Load_out$_DFF_P_	Load_out
min in group clk0	old_btn$_DFF_P_	Load_out$_DFF_P_
worst max register to register	p0.pbshift[0]$_DFF_P_	p0.pbreg$_SDFFE_PN1N_
worst min-delay path	p0.pbshift[1]$_DFF_P_	p0.pbshift[2]$_DFF_P_
worst max-delay path	p0.pbshift[0]$_DFF_P_	p0.pbreg$_SDFFE_PN1N_
worst min register to register	p0.pbshift[1]$_DFF_P_	p0.pbshift[2]$_DFF_P_
## cell type report
class / count / share of cell area, %
Sequential cell: 10 / 50.79
Tap cell: 46 / 14.51
Multi-Input combinational cell: 7 / 12.93
Clock buffer: 6 / 11.36
Timing Repair Buffer: 5 / 10.41
## worst register-to-register path: stages, from the launching register on
cell	delay, ns
dfxtp_2	0.31
or4_4	0.53
o21ai_2	0.14
o21ai_1	0.07
## where the power goes
group | switching [mW] | leakage, nW | internal [mW] | total, mW
Sequential | 0.0160 | 0.0839 | 0.432 | 0.449
Clock | 0.144 | 0.0276 | 0.269 | 0.412
Combinational | 0.0106 | 0.0355 | 0.0246 | 0.0353
## per-layer routing
metal | share of wire [%] | up-vias | track usage (%)
li1 | - | 86 | -
met1 | 43 | 85 | 1.612
met2 | 41 | 8 | 1.846
met3 | 15 | 2 | 2.273
met4 | 1.0 | 0 | 0.7042
met5 | 0 | - | 0
## flip-flops by register name, indices dropped and copies added (netlist names)
name,flops
p0.pbreg,1
p0.pbshift,7
old_btn,1
Load_out,1
## cells in the final DEF (no fill, tap or decap)
cell / count
or4_4: 1
buf_4: 3
dfxtp_2: 1
clkdlybuf4s50_1: 1
nand4_1: 2
o21ai_2: 1
or4_1: 1
dfxtp_1: 9
dlygate4sd2_1: 1
nor2b_1: 1
o21ai_1: 1
clkbuf_4: 6
## logic make-up (layout without fill, tap and decap cells)
group	after synthesis	after routing	synth area share (%)
flip-flops	10	10	82.05
AND/OR/NAND/NOR	5	5	13.85
AND-OR/OR-AND	2	2	4.103
buffers and inverters	0	11	0
Power figures rest on the tool's default switching activity, not on a simulated workload.
